==> flow/design.v <==
`timescale 1ns / 1ps
module RC4 #(parameter N=5)(
    input [(8*N)-1:0] P,
    input [(8*N)-1:0] Key,
	 input clk,
    output  reg [(8*N)-1:0] C
    );
	 wire a,b,c,d;
	 reg [7:0]S[0:7]; 
	 reg [7:0]key[0:4];  
	 reg [7:0]T[0:7];  
	 reg [7:0]p[0:4];
	 reg [7:0]r;
	 reg [7:0]t;
	 reg [7:0]x;
	 reg [7:0]y;
	 reg [7:0]k[0:4];
	 integer i,j,m,n,w;
	 always@(posedge clk) 
	 begin
	 S[0] <= 8'd0;
	 S[1] <= 8'd1;
	 S[2] <= 8'd2;
	 S[3] <= 8'd3;
	 S[4] <= 8'd4;
	 S[5] <= 8'd5;
	 S[6] <= 8'd6;
	 S[7] <= 8'd7;
	 p[0] <= P[39:32];
	 p[1] <= P[31:24];
	 p[2] <= P[23:16];
	 p[3] <= P[15:8];
	 p[4] <= P[7:0];
	 key[0] <= Key[39:32];
	 key[1] <= Key[31:24];
	 key[2] <= Key[23:16];
	 key[3] <= Key[15:8];
	 key[4] <= Key[7:0];
	 T[0] <= key[0];
	 T[1] <= key[1];
	 T[2] <= key[2];
	 T[3] <= key[3];
	 T[4] <= key[4];
	 T[5] <= key[0];
	 T[6] <= key[1];
	 T[7] <= key[2];
	 j=0;
	 m=0;
	 n=0;
	 w=0;
  	 for(i=0;i<8;i=i+1) begin
    j = ((j + S[i] + T[i]))%4'd8;
    r<=S[i];
	 t<= S[j];
	 S[j]<=r;
	 S[i]<=t;
 	 end
	 for(i = 0; i < N;i = i+1)
	 begin
	 m=((m+3'd1)%4'd8);
	 n=(n+S[m])%4'd8;
	 x<=S[m];
	 y<= S[n];
	 S[n]<=x;
	 S[m]<=y;
	 w = ((S[m] + S[n])%4'd8);
	 k[i] <= S[w]; 
	 C[i] <= k[i]^p[i];
	 end
	 end
endmodule
==> flow/run.sh <==
#!/bin/bash
# OpenROAD 26Q1-2900-gdf79404cd8, Yosys 0.63+post, stock flow scripts
make -C /OpenROAD-flow-scripts/flow DESIGN_CONFIG=/design/flow/config.mk WORK_HOME=/design/flow/orfs finish
==> flow/config.mk <==
export PLATFORM = sky130hd
export DESIGN_NAME = RC4
export DESIGN_NICKNAME = RC4
export VERILOG_FILES = /design/flow/design.v
export SDC_FILE = /design/flow/constraint.sdc
export NUM_CORES = 4
export LEC_CHECK = 1
export CORE_UTILIZATION = 50
==> flow/constraint.sdc <==
current_design RC4

set clk_period 6.8
set clk_io_pct 0.2

create_clock -name clk0 -period $clk_period [get_ports {clk}]

set non_clock_inputs [all_inputs -no_clocks]
set_input_delay [expr $clk_period * $clk_io_pct] -clock clk0 $non_clock_inputs
set_output_delay [expr $clk_period * $clk_io_pct] -clock clk0 [all_outputs]
==> metrics.yaml <==
status: "finished with violations"
violations: "setup timing"
dp.final_hpwl_um: 9530
synth_cell_types: 50
drt_iter0_drc: 189
worstSetupEndpointType: "flip-flop"
clk_latency_ns: 0.37
cp_slowest_stage_delay_ns: 0.49
h-tree-depth: 3
rows: 37
io_pins: 121
edf_count: 0
cp.arrival_ns: 8.36
wirelength_um: 13500
core_area_mm2: 0.0105
grt_usage: 0.273
drv_slew: 0
n_antenna_cell: 0
flop_cell: "dfxtp_1"
cts_max_path_buffers: 2
fp.dieW_um: 107
yosysCellCount: 496
rsz0062_at_grt: "yes"
p_clk_frac: 0.196
synthesis.area_mm2: 0.00548
globalRouteMet2Util: 0.381
fp_util: 0.524
synth-async-reset-ratio: 0
p_sw_uw: 718
finalHoldViolations: 0
seqPwrFrac: 0.241
fmax_ghz: 0.124
finalClockPeriodUsage: 1.19
hp-start: "key[1][1]$_DFF_P_"
maxCapViolCount: 0
worstPathRequired_ns: 7.07
pwr-share-comb: 0.564
antenna_found_initial: 0
tightest_slew_ns: 0.679
postLayoutCoreUtil: 0.598
lay_top_cells: "80 x dfxtp_1, 50 x inv_1, 35 x mux4_2, 35 x conb_1, 33 x buf_4"
hp-class: "reg2reg"
yosys_area_mm2: 0.00548
dp_slack_ns: -1.33
maxSlewHeadroom: 0.547
grt_util_met3: 0.146
p_leak_nw: 2.80
setup_slack_ns: -1.29
rr_startpoint: "T[0][0]$_DFF_P_"
die_h_um: 107
cp-start-kind: "flip-flop"
worstSetupStartpoint: "T[0][0]$_DFF_P_"
layout.cells.most_common: "dfxtp_1"
skew_ns: 0.0105
drc: 0
clockRootBuffer: "clkbuf_8"
numClockSinks: 81
p_int_mw: 1.33
synth_flops: 81
cts_tree: "yes"
warnings: 88
ys.warnings.count: 40
cts_buffers: 9
grt_overflow: 0
avgSynthCellArea_um2: 11.1
fin_tns_setup_ns: -11.19
path_class: "reg2reg"
area_growth_syn_to_layout_pct: 14.2
gp_congestion: 0.975
cp_slowest_cell: "fa_1"
cts_hold_buffers: 0
drive_above_1_share: 0.248
swShare: 0.350
setup_viol_count_final: 9
cp_common_cell: "fa_1"
pwr_density_cell_mw_per_mm2: 328
vias: 3790
grt_max_degree: 25
grt_pass1_wl_um: 21600
top_usage_layer: "met1"
clkTransAtPathRegs_ns: 0.09
io_buffers: 25
period_minus_slack_ns: 8.09
antenna_left: 0
chipArea_mm2: 0.0114
wl_per_cell_um: 19.8
worstPathMaxFanout: 6
first_pass_iters: 4
met1_usage: 0.388
grt_pass1_vias: 3943
drt-vias-per-instance: 5.57
postSynthCellCount: 496
ys_seq_frac: 0.296
worst_ir_drop_vdd_uv: 384
==> critical path, delay by kind of cell, from the launching register on <==
kind | cells | cell delay, ns
adder cells (fa/ha/maj) | 16 | 5.77
XOR/XNOR | 4 | 0.85
multiplexers | 2 | 0.73
flip-flops | 1 | 0.33
buffers and inverters | 8 | 0.31
==> power by group through the flow <==
stage | combinational (mW) | sequential, mW | clock, mW
4_1_cts | 1.09 | 0.495 | 0.414
5_1_grt | 1.26 | 0.496 | 0.435
6_report | 1.16 | 0.494 | 0.401
==> worst paths after layout <==
check	to	slack [ns]	depth (start not counted)
worst min register to register	T[1][1]$_DFF_P_	0.33	0
worst max register to register	t[0]$_DFF_P_	-1.29	30
worst max-delay path	t[0]$_DFF_P_	-1.29	30
worst min-delay path	T[1][1]$_DFF_P_	0.33	0
==> registers in the layout (all words and copies together) (netlist names) <==
register / count
y: 3
t: 3
C: 5
key: 15
S: 24
p: 5
x: 3
T: 15
r: 3
k: 5
==> Yosys cell counts, types with 3 or more instances <==
cell type | n | share of area
inv_1 | 57 | 0.039
a221oi_1 | 4 | 0.0064
xor2_1 | 15 | 0.024
o22a_1 | 3 | 0.0048
a21oi_1 | 4 | 0.0037
clkbuf_1 | 20 | 0.014
xnor3_1 | 4 | 0.016
fa_1 | 24 | 0.088
xnor2_1 | 32 | 0.051
ha_1 | 17 | 0.039
buf_4 | 36 | 0.049
nor2_1 | 16 | 0.011
nand4_1 | 3 | 0.0034
nor2b_1 | 6 | 0.0068
o211ai_1 | 4 | 0.0055
mux2i_1 | 20 | 0.037
nand2_1 | 25 | 0.017
mux2_2 | 26 | 0.053
nor3_1 | 3 | 0.0027
o31ai_1 | 4 | 0.0055
dfxtp_1 | 81 | 0.30
buf_1 | 3 | 0.0021
mux4_2 | 35 | 0.14
nand3_1 | 4 | 0.0037
o21ai_0 | 11 | 0.010
a41o_1 | 3 | 0.0055
a22oi_1 | 3 | 0.0041
a31oi_1 | 3 | 0.0034
nor4_1 | 3 | 0.0034
==> cell families (layout without fill, tap and decap cells) <==
logic type	Yosys count	in the layout	synth area share
buffers and inverters	117	132	0.105
muxes	81	81	0.234
DFF	81	81	0.296
and+or+nand+nor	68	68	0.0612
xor gates and xnor gates	55	55	0.107
AOI/OAI and AO/OA	52	52	0.0698
adders and majority gates	41	41	0.126
other	1	35	0.000684
==> metrics by stage <==
step / cell area [µm²] / std cells / total power, mW / hold WS, ns
after floorplan: 5630 / 530 / 1.28 / 0.310
after global placement: 5920 / 663 / 1.54 / 0.311
after detailed placement: 5920 / 663 / 1.55 / 0.312
after CTS: 6210 / 681 / 2.00 / 0.333
after global routing: 6260 / 681 / 2.19 / 0.342
final: 6260 / 681 / 2.05 / 0.331
==> routing by layer <==
layer,up-vias,wire length (µm)
met5,-,0
met4,0,522
met3,33,1750
met2,213,5630
met1,1793,5600
li1,1751,-
==> timing repair <==
action                                  in CTS  in global routing
endpoints found under the setup margin       9                  9
pin swaps                                    2                  4
resized                                      9                 10
buffers inserted                             2                  0
==> final cells by class <==
cell class              count  area [µm²]
multi-input cells         332        3520
fillers                   884        4200
flip-flops and latches     81        1620
repair buffers             59         509
clock inverters             6        97.6
clock buffers              10         128
inverters                  57         214
well taps                 136         170
Power and IR drop assume default switching activity.
