==> design.v <==
`timescale 1ns / 1ps
module ALU(
    input [3:0] s,
    input [7:0] a,
    input [7:0] b,
    output reg [7:0] f,
	 input clk,
	 output reg en,
    inout cin
    );
wire z;
reg x;
reg [8:0] n;
wire ci;
reg co;
assign ci = (!en) ? (cin):(z);
assign cin = (en) ? (co) :(z);
always @(posedge clk)
begin
	if(s==4'd0)
		begin
			f<=a;  
			en<=1;
		end
	else if(s==4'd1)
		begin
			{co,f}<=a+1;  
			en<=1;
		end
	else if(s==4'd2)
		begin
			{co,f}<=a+b;  
			en<=1;
		end
	else if(s==4'd3)
		begin
			{co,f}<=a+b+ci;  
			en<=0;
		end
	else if (s==4'd4)
		begin
			{co,f}<=a+(~b[7:0]); 
			en<=1;
		end
	else if(s==4'd5) 
		begin
			f<=a+(~b[7:0])+(8'b00000001);  
		end
	else if(s==4'd6) 
		begin
			f<=a-(8'b00000001);  
		end
	else if(s==4'd7)
		begin
			f<=b;  
		end
	else if(s==4'd8)
		begin
			f<=a&b;  
		end
	else if(s==4'd9)
		begin
			f<=a|b;  
		end
	else if(s==4'd10)
		begin
			f<=a^b;  
		end
	else if(s==4'd11)
		begin
			f<=(~a);  
		end
	else if(s==4'd12)
		begin
			f<={ci,a[7:1]};  
			en<=0;
		end
	else if(s==4'd13)
		begin
				n<={ci,a};
				f<={n[8:1]};  
				en<=0;
		end
end
endmodule
==> run.sh <==
#!/bin/bash
# OpenROAD 26Q1-2900-gdf79404cd8, Yosys 0.63+post, stock flow scripts
make -C /OpenROAD-flow-scripts/flow DESIGN_CONFIG=/design/flow/config.mk WORK_HOME=/design/flow/orfs finish
==> config.mk <==
export PLATFORM = sky130hd
export DESIGN_NAME = ALU
export DESIGN_NICKNAME = ALU
export VERILOG_FILES = /design/flow/design.v
export SDC_FILE = /design/flow/constraint.sdc
export NUM_CORES = 4
export LEC_CHECK = 1
export CORE_UTILIZATION = 30
==> constraint.sdc <==
current_design ALU

set clk_period 6.7
set clk_io_pct 0.2

create_clock -name clk0 -period $clk_period [get_ports {clk}]

set non_clock_inputs [all_inputs -no_clocks]
set_input_delay [expr $clk_period * $clk_io_pct] -clock clk0 $non_clock_inputs
set_output_delay [expr $clk_period * $clk_io_pct] -clock clk0 [all_outputs]
==> flow_summary.json <==
{
  "outcome": "stopped before the end",
  "lastStage": "clock tree synthesis (4_1_cts)",
  "stop_error": "[error] [KeplerFormal.cpp:679] Workflow failed: Iso has multiple drivers: .cin0, cin$_DFFE_PP_.Q0",
  "root_buffer": "clkbuf_8",
  "flop_cell": "edfxtp_1",
  "pin_count": 31,
  "dp_hpwl_um": 8340,
  "die-height_um": 106,
  "die_w_um": 106,
  "topCellsByArea": "edfxtp_1 (16%), ha_1 (11%), xnor2_1 (6.4%)",
  "clockBufferDepth": 2,
  "netlist_area_sq_um": 3260,
  "cts_sinks": 18,
  "most_common_cell": "o21ai_0",
  "ys_seq_share_pct": 16.3,
  "postCtsSetupBuffers": 0,
  "synth_warnings": 2,
  "synth_area_per_cell_sq_um": 7.62,
  "ys_ff": 18,
  "yosys.area.top_type_share_pct": 15.7,
  "routabilityCongestion": 0.956,
  "io_buffer_count": 29,
  "yosys_area_sq_um": 3260,
  "synthArstFlopShare_pct": 0,
  "cts_hold_buf": 0,
  "rows": 37,
  "fp_util_pct": 31.3,
  "dp.cells": 566,
  "numCtsBuffers": 3,
  "top_area_cell": "edfxtp_1",
  "synth_cell_types": 68,
  "pre_cts_slack_ns": 2.02,
  "yosys_cells": 428,
  "edf_count": 17,
  "cts_max_level": 1,
  "synthTopCellsByCount": "o21ai_0 (39), nor2_1 (37), a21oi_1 (35), ha_1 (29), nand2_1 (29)",
  "ctsResizeCount": 0,
  "syn_inst": 428
}
kinds of logic after synthesis:
family                     count (synthesis)  synth area share, %
buffers and inverters                     62                 9.10
xor gates and xnor gates                  30                 8.06
adders and majority gates                 32                 13.0
AOI/OAI and AO/OA                        150                 30.2
muxes                                     11                 3.84
and+or+nand+nor                          125                 19.5
DFF                                       18                 16.3
metrics by stage:
step	util [%]	instance area, sq um	hold WS [ns]	total power [uW]
floorplan	-	3260	0.458	313
global placement	34.3	3580	0.508	396
detailed placement	34.3	3580	0.518	393
Power figures rest on the tool's default switching activity, not on a simulated workload.
