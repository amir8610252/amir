<file path="design.v">
`timescale 1ns / 1ps
module BCDto7cathod(
	 input [3:0] IN,
    input LAMP_TEST,
    input RBI,
    output a,
    output b,
    output c,
    output d,
    output e,
    output f,
    output g
    );
	 wire w1,w2,w3,E1,E2,E3,E4,Y;
	 assign w1=!((IN[0])&(RBI)),w2=!((IN[1])&(RBI)),w3=!((IN[2])&(RBI)) ,
			Y=!(((!LAMP_TEST)&(RBI))&(!IN[3])&(w3)&(w2)&(w1)),
			E1=!(Y&w1),E2=!(Y&w2),E3=!(Y&w3),E4=!(Y&(!IN[3])),
			a=!((E2&E4)|(w1&E3)|(E1&w2&(!IN[3])&w3)),b=!((E2&E4)|(E1&E3&w2)|(w1&E3&E2)),c=!((E3&E4)|(w1&E2&w3)),
			d=!((E1&w2&w3)|(w1&w2&E3)|(E1&E2&E3)),e=!(E1|(w2&E3)),f=!((E1&E2)|(E2&w3)|(E1&w3&(!IN[3]))),
			g=!((E1&E2&E3)|(w2&w3&(!IN[3])));
endmodule
</file>
<file path="run.sh">
#!/bin/bash
# OpenROAD 26Q1-2900-gdf79404cd8, Yosys 0.63+post, stock flow scripts
make -C /OpenROAD-flow-scripts/flow DESIGN_CONFIG=/design/flow/config.mk WORK_HOME=/design/flow/orfs finish
</file>
<file path="constraint.sdc">
current_design BCDto7cathod

set clk_period 3.2
set clk_io_pct 0.2

create_clock -name clk0 -period $clk_period

set non_clock_inputs [all_inputs -no_clocks]
set_input_delay [expr $clk_period * $clk_io_pct] -clock clk0 $non_clock_inputs
set_output_delay [expr $clk_period * $clk_io_pct] -clock clk0 [all_outputs]
</file>
<file path="config.mk">
export PLATFORM = sky130hd
export DESIGN_NAME = BCDto7cathod
export DESIGN_NICKNAME = BCDto7cathod
export VERILOG_FILES = /design/flow/design.v
export SDC_FILE = /design/flow/constraint.sdc
export NUM_CORES = 4
export LEC_CHECK = 1
export CORE_AREA = 10 10 70 70
export DIE_AREA = 0 0 80 80
</file>
==> GITHUB_STEP_SUMMARY <==
### Yosys + OpenROAD results

| Metric | Value |
|---|---|
| Pin count of the biggest net entering global routing | 9 |
| Max VDD drop | 0.01637 mV |
| Layout area overhead | 95.14% |
| CP endpoint kind | output pin |
| Initial antenna violation count | 0 |
| FF/Latch Area | 0 µm² |
| Mapped cell area | 180.2 µm² |
| Gpl congestion | 0.7928 |
| Post-Syn Instances | 29 |
| Die X | 80 µm |
| Dpl hpwl | 592.6 µm |
| Worst hold stages | 3 |
| Final wirelength | 711 µm |
| Cell Type Count | 23 |
| Fraction of layout cells with a size suffix above 1 | 0.07500 |
| Port Buf Inserts | 13 |
| Clkbuf count | 0 |
| Post-CTS Setup Bufs | 0 |
| Slowest cell on the critical path | clkdlybuf4s50_1 |
| Setup TNS | 0 ns |
| GRT Util Overall | 0.02217 |
| LEAKAGE | 0.1117 nW |
| Critical path cell sequence | clkdlybuf4s50_1 -> or4_1 -> nand3_1 -> nand3_1 -> clkdlybuf4s50_1 |
| Post-synth seq share | 0 |
| Die height | 80 µm |
| Hold Path Sink | c |
| DR iter-0 viols | 37 |
| DR vias | 235 |
| Setup-failing EPs final | 0 |
| Flop count | 0 |
| Residual overflow from global routing | 0 |
| Fin util | 0.1029 |
| Top cells, area | nand3_1, nand2_1, buf_6 |
| Yosys Chip Area | 180.2 µm² |
| Setup crit start kind | primary input |
| Most instantiated logic cell after routing | clkdlybuf4s50_1 |
| Kind of critical path | in2out |
| Fp_density | 0.05275 |
| Status | completed |
| Ant. Diodes | 0 |
| Post_cts resized | 0 |
| Core Box Area | 0.003416 mm² |
| CP required | 2.56 ns |
| HP Start | RBI |
| Crit-path leading delay family | buffers and inverters |
| 1st-pass router iterations | 3 |
| Arr. time, crit path | 2.30 ns |
| OpenROAD warnings | 32 |
| Synth Warn # | 0 |
| Avg WL per Cell | 8.267 µm |
| Largest area contributor in the netlist | nand3_1 |
| Cts hold-fix bufs | 0 |
| Vias in the first global route | 233 |
| Worst Hold Class | in2out |
| Yosys top cell by instances | nand2_1 |
| Crit path max fanout | 8 |
| Post-route insts no fill | 86 |
| Slew Limit Headroom | 0.8084 |
| Total Power | 41.04 µW |
| Num rows | 21 |
| Vias per cell | 2.733 |
| Io pins | 13 |
| Worst path buffer plus inverter count | 2 |
| Synth top area share | 0.08333 |
| Post-synthesis area per instance | 6.213 µm² |
| Max-cap viol count | 0 |
| Worst-margin pin slew | 0.2865 ns |
| Detail Route Antenna Nets | 0 |
| Fillers | 405 |
| Most common logic cells in the final layout | clkdlybuf4s50_1, nand2_1, nand3_1 |
| Ys cells | 29 |
| First-pass GRT wire length | 1186 µm |
| RSZ-0062 raised after global routing | false |
| F_max | 339.7 MHz |
| Worst path max stage delay | 0.55 ns |
| Hold Violations, Final | 0 |
| Post-synth top cells | nand2_1, nand3_1, nor2_1 |
| Post-route DRC | 0 |
| Power density cells | 116.7 mW/mm² |
| Final tally of max-slew violations | 0 |
| Die ar. | 0.006400 mm² |
| Cycle use final | 0.9198 |
| Placed Instances | 86 |
| Post-layout min period | 2.944 ns |
==> routing by layer <==
metal | wire [µm] | GRT usage | share of wire
met5 | 0 | 0 | 0
met4 | 0 | 0 | 0
met3 | 126 | 0.01136 | 0.18
met2 | 237 | 0.02970 | 0.33
met1 | 347 | 0.03230 | 0.49
==> power breakdown <==
group / internal (mW) / total, mW / switching, mW
clock network: 0 / 0 / 0
registers: 0 / 0 / 0
logic: 0.0253 / 0.0410 / 0.0158
==> how the worst max path moves through the flow <==
| stage | from | end | slack, ns | cells after the start |
|---|---|---|---|---|
| final | IN[2] | b | 0.26 | 5 |
| after CTS | IN[2] | b | 0.24 | 5 |
| after global routing | IN[2] | b | 0.15 | 5 |
==> cell families after synthesis <==
group	Yosys count	synth area share
simple gates	15	0.4445
compound gates	9	0.3542
buf+inv	4	0.1527
xor+xnor	1	0.04862
==> final cells by class <==
class | count | area, µm² | area share
timing repair buffer | 14 | 137.6 | 0.3915
tap | 46 | 57.56 | 0.1637
inverter | 1 | 3.754 | 0.01068
multi-input combinational | 25 | 152.6 | 0.4342
==> per-stage QoR <==
stage / instance area, µm² / setup slack (ns) / hold WS, ns
after floorplan: 180.2 / 1.192 / 1.322
after CTS: 351.6 / 0.2416 / 2.391
final: 351.6 / 0.2565 / 2.367
after global routing: 351.6 / 0.1537 / 2.463
after global placement: 351.6 / 0.3014 / 2.377
after detailed placement: 351.6 / 0.2468 / 2.389
Power figures rest on the tool's default switching activity, not on a simulated workload.
